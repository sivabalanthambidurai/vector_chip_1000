`flow/config.mk`:
```
export PLATFORM = sky130hd
export DESIGN_NAME = memory_controller
export DESIGN_NICKNAME = memory_controller
export VERILOG_FILES = /design/flow/design.v
export SDC_FILE = /design/flow/constraint.sdc
export NUM_CORES = 4
export LEC_CHECK = 1
export CORE_AREA = 10 10 272 272
export DIE_AREA = 0 0 282 282
```
`flow/constraint.sdc`:
```
current_design memory_controller

set clk_period 6.3
set clk_io_pct 0.2

create_clock -name clk0 -period $clk_period [get_ports {clk}]

set non_clock_inputs [all_inputs -no_clocks]
set_input_delay [expr $clk_period * $clk_io_pct] -clock clk0 $non_clock_inputs
set_output_delay [expr $clk_period * $clk_io_pct] -clock clk0 [all_outputs]
```
`flow/design.v`:
```
parameter NUM_OF_CORES = 4;
parameter NUM_OF_LANES = 4;
parameter NUM_OF_PORT = 8;
parameter NUM_OF_WB = 3;
parameter MEM_REQ_PER_CORE = 2;
parameter VECTOR_REG_DEPTH = 64; 
parameter VECTOR_REG_WIDTH = 64;
parameter SCALAR_REG_DEPTH = 32; 
parameter SCALAR_REG_WIDTH = 64;
parameter NUM_OF_VECTOR_REG = 8;
parameter PIPELINE_OPCODE_WIDTH = 32;
typedef bit [PIPELINE_OPCODE_WIDTH-1:0] opcode_t;
parameter LOAD_STORE_BUFFER_DEPTH = 64;
parameter REQUEST_COUNTER_WIDTH = 8;
parameter REQUEST_LENGHT_WIDTH = 8;
parameter TAG_BIT_WIDTH = 5; 
parameter SET_BIT_WIDTH = 5; 
parameter CACHE_BLOCK_SIZE = 8;
parameter MAX_ASSOCIATIVITY = 32;
parameter CACHE_SIZE = 2048;
typedef enum { ONE_WAY_ASSOCIATIVITY = 0,
               TWO_WAY_ASSOCIATIVITY = 1,
               FOUR_WAY_ASSOCIATIVITY = 2,
               EIGHT_WAY_ASSOCIATIVITY = 3,
               SIXTEEN_WAY_ASSOCIATIVITY = 4,
               THIRTYTWO_WAY_ASSOCIATIVITY = 5 } associativity_t;
parameter BYTE = 8;
parameter ADDR_FIELD_WIDTH = 16;
parameter DATA_FIELD_WIDTH = 64;
parameter ACCESS_ID_WIDTH = 8;
parameter CORE_ID_WIDTH = 4;
typedef enum { NULL_ACCESS, READ_REQ, WRITE_REQ, READ_RSP, WRITE_RSP, THREAD_ACTIVATE, THREAD_HALT} access_type_t;
typedef enum { NON_STRIDE, STRIDE, INDEX} stride_type_t;
typedef struct packed {
    bit vld;
    access_type_t access_type;
    bit [REQUEST_LENGHT_WIDTH-1:0] access_length;
    bit [ACCESS_ID_WIDTH-1:0] access_id;
    bit [CORE_ID_WIDTH-1:0] core_id;
    bit [ADDR_FIELD_WIDTH-1:0] addr;
    bit [(DATA_FIELD_WIDTH/BYTE)-1:0] byte_en;
    bit [VECTOR_REG_DEPTH-1:0] data;
} request_t;
typedef struct packed {
    bit vld;
    access_type_t access_type;
    bit [REQUEST_LENGHT_WIDTH-1:0] access_length;
    stride_type_t stride_type;
    bit [$clog2(NUM_OF_VECTOR_REG)-1:0] vec_reg_ptr;
    bit [ADDR_FIELD_WIDTH-1:0] addr;
    bit [VECTOR_REG_DEPTH-1:0] data;
} cntrl_req_t;
typedef enum bit [7:0] {
   NO_OP = 0,
   ADDVVD = 1, ADDVSD = 2,
   SUBVVD = 3, SUBVSD = 4, SUBSVD = 5, 
   MULVVD = 6, MULVSD = 7,
   DIVVVD = 8, DIVVSD = 9, DIVSVD = 10,
   LV = 11, LVI = 12, LVWS = 13, 
   SV = 14, SVI = 15, SVWS = 16,
   SEQVVD = 17, SNEVVD = 18, SGTVVD = 19, SLTVVD = 20, SGEVVD = 21, SLEVVD = 22,
   SEQVSD = 23, SNEVSD = 24, SGTVSD = 25, SLTVSD = 26, SGEVSD = 27, SLEVSD = 28,
   POP = 29, 
   CVM = 30, 
   MTC1 = 31, MFC1 = 32,
   MVTM = 33, MVFM = 34,
   PIPE_ACTIVATE =35, PIPE_HALT = 36, 
   MOV_IMM = 37, MOV_IMM_DATA = 38
 } vopcode_t;
 typedef enum {SADD, SSUB, SMUL, SDIV, 
               FADD, FSUB, FMUL, FDIV} function_opcode_t;
 typedef enum bit [7:0] { R0,  R1,  R2,  R3,  R4,  R5,  R6,  R7,
                          R8,  R9,  R10, R11, R12, R13, R14, R15,
                          R16, R17, R18, R19, R20, R21, R22, R23,
                          R24, R25, R26, R27, R28, R29, R30, R31 } s_register_t;
 typedef enum bit [7:0] { F0,  F1,  F2,  F3,  F4,  F5,  F6,  F7,
                          F8,  F9,  F10, F11, F12, F13, F14, F15,
                          F16, F17, F18, F19, F20, F21, F22, F23,
                          F24, F25, F26, F27, F28, F29, F30, F31 } f_register_t;
 typedef enum bit [7:0] { V0, V1, V2, V3, V4, V5, V6, V7, VLR, VM} v_register_t;
module memory_controller (input clk,
                          input reset,
                          input request_t core_req,
                          output request_t core_rsp,
                          output reg write,
                          output reg [(DATA_FIELD_WIDTH/BYTE)-1:0] we,
                          output reg [ADDR_FIELD_WIDTH-1:0] addr,
                          output reg [DATA_FIELD_WIDTH-1:0] data,                           
                          input [DATA_FIELD_WIDTH-1:0] q
                          );
   request_t core_req_f1, core_req_f2;
   always_ff@(posedge clk or negedge reset)
   begin
      if(!reset)
      begin
         write <= 0;
         we <= 0;
         addr <= 0;
         data <= 0;
      end
      else if(core_req.vld)
      begin
         write <= (core_req.access_type == WRITE_REQ);
         we <= core_req.byte_en;
         addr <= core_req.addr;
         data <= core_req.data;        
      end
   end
   always_ff@(posedge clk or negedge reset)
begin
   if(!reset)
      core_req_f1.vld <= 0;
   else
      core_req_f1.vld <= core_req.vld;
end
   always_ff@(posedge clk or negedge reset)
begin
   if(!reset)
      core_req_f1.access_type <= 0;
   else
      core_req_f1.access_type <= core_req.access_type;
end
   always_ff@(posedge clk or negedge reset)
begin
   if(!reset)
      core_req_f1.access_id <= 0;
   else
      core_req_f1.access_id <= core_req.access_id;
end
   always_ff@(posedge clk or negedge reset)
begin
   if(!reset)
      core_req_f1.core_id <= 0;
   else
      core_req_f1.core_id <= core_req.core_id;
end
   always_ff@(posedge clk or negedge reset)
begin
   if(!reset)
      core_req_f1.addr <= 0;
   else
      core_req_f1.addr <= core_req.addr;
end
   always_ff@(posedge clk or negedge reset)
begin
   if(!reset)
      core_req_f1.data <= 0;
   else
      core_req_f1.data <= core_req.data;
end
   always_ff@(posedge clk or negedge reset)
begin
   if(!reset)
      core_req_f2.vld <= 0;
   else
      core_req_f2.vld <= core_req_f1.vld;
end
   always_ff@(posedge clk or negedge reset)
begin
   if(!reset)
      core_req_f2.access_type <= 0;
   else
      core_req_f2.access_type <= core_req_f1.access_type;
end
   always_ff@(posedge clk or negedge reset)
begin
   if(!reset)
      core_req_f2.access_id <= 0;
   else
      core_req_f2.access_id <= core_req_f1.access_id;
end
   always_ff@(posedge clk or negedge reset)
begin
   if(!reset)
      core_req_f2.core_id <= 0;
   else
      core_req_f2.core_id <= core_req_f1.core_id;
end
   always_ff@(posedge clk or negedge reset)
begin
   if(!reset)
      core_req_f2.addr <= 0;
   else
      core_req_f2.addr <= core_req_f1.addr;
end
   always_ff@(posedge clk or negedge reset)
begin
   if(!reset)
      core_req_f2.data <= 0;
   else
      core_req_f2.data <= core_req_f1.data;
end
   assign core_rsp.vld = core_req_f2.vld;
   assign core_rsp.access_type = (core_req_f2.access_type == WRITE_REQ) ? WRITE_RSP : READ_RSP;
   assign core_rsp.access_id = core_req_f2.access_id;
   assign core_rsp.core_id = core_req_f2.core_id;
   assign core_rsp.addr = core_req_f2.addr;
   assign core_rsp.data = (core_req_f2.access_type == READ_REQ) ? q : 0;
endmodule
```
`flow/run.sh`:
```
#!/bin/bash
# OpenROAD 26Q1-2900-gdf79404cd8, Yosys 0.63+post, stock flow scripts
make -C /OpenROAD-flow-scripts/flow DESIGN_CONFIG=/design/flow/config.mk WORK_HOME=/design/flow/orfs finish
```
==> impl_metrics.toml <==
# flow metrics
[place]
place_congestion = 0.924
port_buffers = 383
placed_area_um2 = 12600
dp_hpwl_mm = 20.9

[sta]
setup_viol = 0
rsz0062_at_grt = "no"
slew_violations = 0
fin_worst_skew_ps = 14.0
finalHoldViolCount = 0
max_freq_ghz = 0.211
tightest_slew_ps = 815
timing.final.crit_share = 0.752
min_period_ps = 4740
relSlewSlack = 0.457
fin_tns_setup_ps = 0

[clock_network]
path_clk_slew_ps = 60
cts_max_path_buffers = 3
cts_root_buf = "clkbuf_16"
ctsHoldBuffers = 0
cts_tree = "built"
post_cts_buffers = 0
insertion_delay_ps = 560
cts_resized = 0
clock_sinks = 211
htree_levels = 1
numCtsBuffers = 25

[worst_setup_path]
setup.worst_path.end = "core_rsp[108]"
arrival_ps = 3480
rr_worst_depth = 1
required_ps = 5040
crit_start = "core_req_f2[117]"
r2r_end = "data[41]"
path_class = "reg -> out"
critPathCaptureType = "output port"
start_kind = "register"
worst-path-max-fanout = 56
r2r_setup_slack_ps = 5480
reg2reg_from = "data[41]"

[run_status]
status = "finished, final reports clean"

[final_layout]
regArea_um2 = 5280
lay_top_cells = "clkdlybuf4s50_1, dfrtp_1, mux2_2"
comb_area_um2 = 2050
lay_top_count = "clkdlybuf4s50_1"
finalInstanceArea_um2 = 13500
area_delta_synth_final_pct = 65.1
n_fill_cell = 7306
drive_above_1_share = 0.208

[power_and_ir_drop]
power.leakage_nw = 5.28
power_density_nw_per_um2 = 248
ir_worst_vdd_uv = 183
power_w = 0.00333

[die]
die_height_um = 282
die_area_um2 = 79500
io_pins = 437
die_w_um = 282
fp_util = 0.119
core_area_um2 = 68300
num_rows = 96

[synth]
yosysTopAreaCell = "dfrtp_1"
synthCells = 562
yosys-top-cells-area = "dfrtp_1, mux2_2, nor4_2"
ys_area_um2 = 8150
async_flop_share = 1.00
yosys.cell_types.count = 20
aoi_share = 0.000921
ys_sh_adder = 0
ys_seq_frac = 0.648
xor_share = 0
syn_avg_cell_area_um2 = 14.5
yosys_cells = 562
synth_area_um2 = 8150
top_cell_area_share = 0.648
synth.area.mux_share = 0.122
edf_count = 0
synthSimpleGateAreaFrac = 0.108
synthTopLogicFamily = "multiplexers"
synth_flops = 211
yosys_warnings = 17
ff_type = "dfrtp_1"

[route]
viasPerCell = 3.04
first_pass_iters = 4
routed-via-count = 5535
drt_wl_total_mm = 26.8
drtIter0Drc = 202
routedWlPerCell_um = 14.7
ant_nets = 0
num_antenna_cells = 0
drc = 0

[grt]
antenna_found_initial = 6
track_usage = 0.0645
grt_pass1_vias = 5887
grt_pass1_wl_mm = 38.4
overflow = 0
grt_max_degree = 100

[run]
cap_violations = 0
tool_warnings = 33

[min_path]
hold_path.class = "reg -> reg"
[cell usage after synthesis, drive strengths merged (2+ instances only)]
master / count
dfrtp: 211
buf: 102
mux2: 88
nor4: 78
inv: 64
clkbuf: 4
nand4: 3
nand2: 2
nand2b: 2
nor2: 2
[state kept, by name (all words and copies together), names as in the netlist]
name,flops
core_req_f2,61
write,1
addr,16
data,64
core_req_f1,61
we,8
[cell families after synthesis]
group                  Yosys count
AOI/OAI and AO/OA                1
buffers and inverters          170
DFF                            211
muxes                           88
other                            1
and+or+nand+nor                 91
[per-stage QoR]
stage          setup WS [ps]  cells   util  hold WS, ps
2_1_floorplan           3560    606      -          331
3_5_place_dp            2080   1777  0.185          335
3_3_place_gp            2100   1777  0.185          331
5_1_grt                 1380   1821  0.197          349
4_1_cts                 1460   1821  0.197          347
6_report                1560   1821  0.197          346
[critical path, cell delays in order, from the launching register on]
cell and delay, ps:
dfrtp_1 360, nor4_1 510, buf_4 230, nand4_1 90, buf_4 210, buf_4 330, or4_1 670, clkdlybuf4s50_1 470
[final cells by class]
type	count	area share
multi-input combinational	225	0.153
sequential	211	0.392
clock buffer	31	0.0511
tap	882	0.0820
inverter	64	0.0179
clock inverter	13	0.0112
timing repair buffer	395	0.293
[how the worst min path moves through the flow]
| stage | startpoint | end | slack, ps | cells after the start |
|---|---|---|---|---|
| finish | core_req_f1[75] | core_req_f2[75] | 350 | 0 |
| CTS | core_req_f1[108] | core_req_f2[108] | 350 | 0 |
| global route | core_req_f1[132] | core_req_f2[132] | 350 | 0 |
[report_power, final]
group / leakage (nW) / switching [W] / internal, W
logic: 2.41 / 0.000112 / 0.000270
clock network: 0.410 / 0.000596 / 0.000864
registers: 2.46 / 0.0000399 / 0.00145
[routing by layer]
metal | part of all wire | global-route usage | routed length, um
met5 | 0.0015 | 0 | 41
met4 | 0.031 | 0.0178 | 825
met2 | 0.43 | 0.0973 | 11500
met1 | 0.38 | 0.0755 | 10100
met3 | 0.16 | 0.0403 | 4390
No activity file was given, so power comes from the tool's default toggle rates.
