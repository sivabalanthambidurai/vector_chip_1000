[config.mk]
export PLATFORM = sky130hd
export DESIGN_NAME = buffer
export DESIGN_NICKNAME = buffer
export VERILOG_FILES = /design/flow/design.v
export SDC_FILE = /design/flow/constraint.sdc
export NUM_CORES = 4
export LEC_CHECK = 1
export CORE_UTILIZATION = 50
[constraint.sdc]
current_design buffer

set clk_period 7.6
set clk_io_pct 0.2

create_clock -name clk0 -period $clk_period [get_ports {clk}]

set non_clock_inputs [all_inputs -no_clocks]
set_input_delay [expr $clk_period * $clk_io_pct] -clock clk0 $non_clock_inputs
set_output_delay [expr $clk_period * $clk_io_pct] -clock clk0 [all_outputs]
[design.v]
parameter NUM_OF_CORES = 4;
parameter NUM_OF_LANES = 4;
parameter NUM_OF_PORT = 8;
parameter NUM_OF_WB = 3;
parameter MEM_REQ_PER_CORE = 2;
parameter VECTOR_REG_DEPTH = 64; 
parameter VECTOR_REG_WIDTH = 64;
parameter SCALAR_REG_DEPTH = 32; 
parameter SCALAR_REG_WIDTH = 64;
parameter NUM_OF_VECTOR_REG = 8;
parameter PIPELINE_OPCODE_WIDTH = 32;
typedef bit [PIPELINE_OPCODE_WIDTH-1:0] opcode_t;
parameter LOAD_STORE_BUFFER_DEPTH = 64;
parameter REQUEST_COUNTER_WIDTH = 8;
parameter REQUEST_LENGHT_WIDTH = 8;
parameter TAG_BIT_WIDTH = 5; 
parameter SET_BIT_WIDTH = 5; 
parameter CACHE_BLOCK_SIZE = 8;
parameter MAX_ASSOCIATIVITY = 32;
parameter CACHE_SIZE = 2048;
typedef enum { ONE_WAY_ASSOCIATIVITY = 0,
               TWO_WAY_ASSOCIATIVITY = 1,
               FOUR_WAY_ASSOCIATIVITY = 2,
               EIGHT_WAY_ASSOCIATIVITY = 3,
               SIXTEEN_WAY_ASSOCIATIVITY = 4,
               THIRTYTWO_WAY_ASSOCIATIVITY = 5 } associativity_t;
parameter BYTE = 8;
parameter ADDR_FIELD_WIDTH = 16;
parameter DATA_FIELD_WIDTH = 64;
parameter ACCESS_ID_WIDTH = 8;
parameter CORE_ID_WIDTH = 4;
typedef enum { NULL_ACCESS, READ_REQ, WRITE_REQ, READ_RSP, WRITE_RSP, THREAD_ACTIVATE, THREAD_HALT} access_type_t;
typedef enum { NON_STRIDE, STRIDE, INDEX} stride_type_t;
typedef struct packed {
    bit vld;
    access_type_t access_type;
    bit [REQUEST_LENGHT_WIDTH-1:0] access_length;
    bit [ACCESS_ID_WIDTH-1:0] access_id;
    bit [CORE_ID_WIDTH-1:0] core_id;
    bit [ADDR_FIELD_WIDTH-1:0] addr;
    bit [(DATA_FIELD_WIDTH/BYTE)-1:0] byte_en;
    bit [VECTOR_REG_DEPTH-1:0] data;
} request_t;
typedef struct packed {
    bit vld;
    access_type_t access_type;
    bit [REQUEST_LENGHT_WIDTH-1:0] access_length;
    stride_type_t stride_type;
    bit [$clog2(NUM_OF_VECTOR_REG)-1:0] vec_reg_ptr;
    bit [ADDR_FIELD_WIDTH-1:0] addr;
    bit [VECTOR_REG_DEPTH-1:0] data;
} cntrl_req_t;
typedef enum bit [7:0] {
   NO_OP = 0,
   ADDVVD = 1, ADDVSD = 2,
   SUBVVD = 3, SUBVSD = 4, SUBSVD = 5, 
   MULVVD = 6, MULVSD = 7,
   DIVVVD = 8, DIVVSD = 9, DIVSVD = 10,
   LV = 11, LVI = 12, LVWS = 13, 
   SV = 14, SVI = 15, SVWS = 16,
   SEQVVD = 17, SNEVVD = 18, SGTVVD = 19, SLTVVD = 20, SGEVVD = 21, SLEVVD = 22,
   SEQVSD = 23, SNEVSD = 24, SGTVSD = 25, SLTVSD = 26, SGEVSD = 27, SLEVSD = 28,
   POP = 29, 
   CVM = 30, 
   MTC1 = 31, MFC1 = 32,
   MVTM = 33, MVFM = 34,
   PIPE_ACTIVATE =35, PIPE_HALT = 36, 
   MOV_IMM = 37, MOV_IMM_DATA = 38
 } vopcode_t;
 typedef enum {SADD, SSUB, SMUL, SDIV, 
               FADD, FSUB, FMUL, FDIV} function_opcode_t;
 typedef enum bit [7:0] { R0,  R1,  R2,  R3,  R4,  R5,  R6,  R7,
                          R8,  R9,  R10, R11, R12, R13, R14, R15,
                          R16, R17, R18, R19, R20, R21, R22, R23,
                          R24, R25, R26, R27, R28, R29, R30, R31 } s_register_t;
 typedef enum bit [7:0] { F0,  F1,  F2,  F3,  F4,  F5,  F6,  F7,
                          F8,  F9,  F10, F11, F12, F13, F14, F15,
                          F16, F17, F18, F19, F20, F21, F22, F23,
                          F24, F25, F26, F27, F28, F29, F30, F31 } f_register_t;
 typedef enum bit [7:0] { V0, V1, V2, V3, V4, V5, V6, V7, VLR, VM} v_register_t;
module buffer # ( parameter WIDTH = 32, DEPTH = 64)
              (input clk,
               input reset,
               input req,
               input [WIDTH-1:0] req_data,
               output reg full,
               input rsp,
               output reg empty,
               output [WIDTH-1:0] rsp_data
              );
    logic [WIDTH-1:0] buffer [DEPTH-1:0];
    logic [$clog2(DEPTH):0] rd_ptr, wr_ptr;
    always_ff @(posedge clk or negedge reset) begin
       if(!reset) begin
          rd_ptr <= 0; wr_ptr <= 0;
       end
       else begin
          if(req && !full) begin
             buffer[wr_ptr] <= req_data; 
             wr_ptr <= wr_ptr + 1;
           end
          if (rsp && !empty)
             rd_ptr <= rd_ptr + 1;
       end
    end
    assign full = ((rd_ptr[6] == !wr_ptr[6]) && (rd_ptr[5:0] == wr_ptr[5:0])) ? 1 : 0;
    assign empty = (rd_ptr == wr_ptr) ? 1 : 0;
    assign rsp_data = buffer[rd_ptr];
endmodule
[run.sh]
#!/bin/bash
# OpenROAD 26Q1-2900-gdf79404cd8, Yosys 0.63+post, stock flow scripts
make -C /OpenROAD-flow-scripts/flow DESIGN_CONFIG=/design/flow/config.mk WORK_HOME=/design/flow/orfs finish
==> notes.md <==
Notes on the physical design

The average instance in the mapped netlist occupies about 18 sq um. The placer's final routability congestion estimate is 0.969. For the final routed database, the setup TNS stands at 0 ps. The initial antenna violation count is 7. The I/O pin total is 70. The first-iteration detailed-routing DRC count is around 3,500. Cells with a size suffix above 1 make up 15.3% of the layout. The cell sequence reported for the critical path is buf_4 -> nor2b_4 -> buf_4 -> and3_1 -> a2111oi_0 -> nand3_1 -> nor4_2 -> buf_4 -> a31oi_1 -> clkdlybuf4s50_1.

The slew at the pin with the worst max-slew slack is 1230 ps. The highest clock rate this design can be run at is approximately 130 MHz. The synthesized netlist devotes 0.131% of its cell area to adder and majority cells.

The core region area is between 0.15 and 0.2 sq mm. Endpoints failing hold in the final report were tallied at 0. The wire length of the first global-routing pass is 353,000 microns. The worst-case clock buffer depth is 3.

The synthesized netlist devotes under 10% of its cell area to compound gates. The distinct cell type count of the synthesized netlist is ~63. The via count of the first global-routing pass is ~47,000.

The initial cell density of the core is about half. The detailed placer reported the number of placed instances as between 6,000 and 7,000. The number of enable flip-flop cells is approximately 2,000. Ranking logic cells in the layout by count gives the top entries 2,048 x sky130_fd_sc_hd__edfxtp_1, 709 x sky130_fd_sc_hd__a22oi_1, 284 x sky130_fd_sc_hd__and3_1. For this design, the CTS-stage hold fixing added 0 buffers. The maximum vdd drop is between 0.3 and 0.4 mV.

Global routing finished with a remaining overflow of 0. The worst path setup slack after routing is 148 ps. Setup repair after global routing left no endpoint under its margin.

The routed design shows a via density per instance of between 6 and 7. The cell count after synthesis is between 4,000 and 5,000. The total clock buffers created by CTS is about 200.

The final clock skew is 36.1 ps. On the worst setup and hold paths after CTS, the clock-pin slew comes to ~60 ps. The yosys cell count is between 4,000 and 5,000.

The stat command in Yosys gives a chip area of between 0.07 and 0.08 sq mm. The total tool warning count is 32. Per the CTS log, the root buffer master is sky130_fd_sc_hd__clkbuf_16. According to the timing report, the arrival time at the worst endpoint equals around 6000 ps. The post-route non-filler standard cell count is just under 7,000. The number of levels the H-tree was split into is 4.

The commonest non-fill, non-tap cell in the layout is sky130_fd_sc_hd__edfxtp_1. The report lists the power per cell area as roughly 340 mW/mm^2. The floorplan die height is about 390 microns. The synthesis log from Yosys contains 4 warnings. The layout overhead on the synthesized area is 14.3%.

According to the floorplan report, the die width is between 300 and 400 microns. The fraction of registers with async set or reset after synthesis is less than 1%. Max-cap violations in this run came to 0. Total power for the finished layout comes to approximately 29,000 uW. The largest fanout of any net on the critical path is 34.

According to the hold report, the worst path is of the flop to flop type. Once detailed placement completed, the half-perimeter wirelength came to about 150,000 microns. The number of resized instances in the post-cts repair step is 1. The DRC violation count after routing is 0. The xor and xnor area share after synthesis is less than 1%. The post-synth register bit count is 2,062. The timing report gives the biggest stage delay along the critical path as between 900 and 1000 ps.

Buffers placed on the I/O ports in this run total 69. In this run the static leakage power is ~0.028 uW. The final layout report lists a filler cell count of roughly 11,000. The final standard cell utilization of the core is slightly below 60%. The area taken by multi-input combinational cells is reported as about 0.014 sq mm. Among all flip-flop cells after synthesis, the most frequent one is sky130_fd_sc_hd__edfxtp_1. The CTS tree is done. The most used cell along the critical path is sky130_fd_sc_hd__buf_4. For reference, the mux area share after synthesis is less than 1%.

OpenROAD reports that the post-layout worst path occupies 98.0% of the period. The total detailed-routing wirelength is 256,000 microns. The minimum clock period after layout is ~7500 ps. The detail route stage leaves a number of antenna-violating nets equal to 0. The clock latency at the later pin of the worst-skew pair is between 800 and 900 ps. In this run, the synthesized area fraction spent on and/or/nand/nor cells is recorded as 6.69%. The final-report max-slew violation count is 0. The worst setup path is of the flop to output pin kind.

The fraction of the yosys area taken by sequential cells is approximately 81%. The total number of vias is around 45,000. The number of detailed-route iterations in the first pass is 6. The report lists the number of standard-cell rows as 142. The register area is between 0.06 and 0.07 sq mm.

The post-CTS setup buffer count is 0. The area of the die is ~0.15 sq mm. The number of clock sinks seen by CTS is roughly 2,100. Entering global routing, the biggest net connects approximately 65 pins.

The pre-CTS setup slack is slightly above 800 ps. The final tally of setup violations is 0. The cell area that synthesis handed to floorplanning was roughly 0.076 sq mm.

The endpoint class of the critical path is an output pin. The worst setup path is launched from a flop. At the worst endpoint, the required time is between 6000 and 7000 ps. The mean routed wirelength per cell is 38.0 microns. The prevailing logic family in the synthesized netlist is AND-OR/OR-AND gates. Across every metal layer, demand over resource in global routing totals 38.0%.

The worst slew margin relative to its limit is between 10% and 20%. The run finished with clean final reports. The critical path's slowest cell is sky130_fd_sc_hd__nor4_2.
-- routing by layer --
| layer | track usage (%) | wire [microns] |
|---|---|---|
| met3 | 33.6 | 53400 |
| met5 | 4.82 | 849 |
| met4 | 16.4 | 15300 |
| met2 | 49.9 | 111000 |
| met1 | 44.4 | 74900 |
-- critical path: cells and delay by family, from the launching register on --
kind	cells	cell delay, ps
flip-flops	1	880
buffers and inverters	4	1460
AND/OR/NAND/NOR	4	1830
AND-OR/OR-AND	2	840
-- sequential cells by signal (all words and copies together) (netlist names) --
| name | count |
|---|---|
| rd_ptr | 7 |
| wr_ptr | 7 |
| buffer | 2048 |
-- cells in the mapped netlist (3+ instances only) --
cell	number	area (sq um)
sky130_fd_sc_hd__nor3b_2	3	37.5
sky130_fd_sc_hd__a21oi_1	30	150
sky130_fd_sc_hd__and3_1	284	1780
sky130_fd_sc_hd__edfxtp_1	2048	61500
sky130_fd_sc_hd__buf_2	51	255
sky130_fd_sc_hd__buf_6	9	101
sky130_fd_sc_hd__a221oi_1	3	26.3
sky130_fd_sc_hd__a22oi_1	709	5320
sky130_fd_sc_hd__buf_1	8	30.0
sky130_fd_sc_hd__buf_4	9	67.6
sky130_fd_sc_hd__mux2i_1	37	370
sky130_fd_sc_hd__nor4_1	95	594
sky130_fd_sc_hd__nand4_1	122	763
sky130_fd_sc_hd__nor2b_1	9	56.3
sky130_fd_sc_hd__clkbuf_1	208	781
sky130_fd_sc_hd__and2_0	12	75.1
sky130_fd_sc_hd__nand3b_1	4	30.0
sky130_fd_sc_hd__ha_1	8	100
sky130_fd_sc_hd__nand3_1	137	686
sky130_fd_sc_hd__and2_1	33	206
sky130_fd_sc_hd__dfrtp_1	14	350
sky130_fd_sc_hd__xnor2_1	10	87.6
sky130_fd_sc_hd__mux2_2	10	113
sky130_fd_sc_hd__xor2_1	11	96.3
sky130_fd_sc_hd__a32oi_1	7	61.3
sky130_fd_sc_hd__and3b_1	7	61.3
sky130_fd_sc_hd__o22ai_1	10	62.6
sky130_fd_sc_hd__nand2_1	44	165
sky130_fd_sc_hd__a31oi_1	34	213
sky130_fd_sc_hd__nand2b_1	4	25.0
sky130_fd_sc_hd__nor2_1	99	372
sky130_fd_sc_hd__inv_1	7	26.3
sky130_fd_sc_hd__o21ai_0	6	30.0
sky130_fd_sc_hd__a2111oi_0	93	815
sky130_fd_sc_hd__a22o_1	19	166
sky130_fd_sc_hd__nor3_1	14	70.1
sky130_fd_sc_hd__a222oi_1	22	220
sky130_fd_sc_hd__nand4b_1	3	26.3
-- cell type report --
type / count / share of cell area (%)
multi-input combinational: 1910 / 15.9
sequential: 2062 / 71.0
antenna: 6 / 0.0172
tap: 2016 / 2.90
clock buffer: 244 / 6.00
inverter: 8 / 0.0345
timing repair buffer: 339 / 2.96
clock inverter: 137 / 1.24
-- final timing paths --
| path | from | endpoint | slack (ps) | depth (start not counted) |
|---|---|---|---|---|
| max | rd_ptr[5] | rsp_data[1] | 150 | 10 |
| min reg2reg | wr_ptr[6] | wr_ptr[6] | 490 | 1 |
| max in group asynchronous | reset | rd_ptr[4] | 6360 | 2 |
| max reg2reg | rd_ptr[4] | buffer[18][23] | 3570 | 9 |
| min in group asynchronous | reset | wr_ptr[4] | 1000 | 2 |
| min | wr_ptr[6] | wr_ptr[6] | 490 | 1 |
-- kinds of logic after synthesis --
kind of cell,Yosys count
flip-flops,2062
AND/OR/NAND/NOR,886
adder cells (fa/ha/maj),8
XOR/XNOR,21
multiplexers,48
AND-OR/OR-AND,947
buffers and inverters,293
-- where the power goes --
part | switching [uW] | leakage, uW | internal [uW] | total, uW
clock | 4300 | 0.00306 | 5230 | 9530
sequential | 175 | 0.0186 | 12700 | 12900
combinational | 4680 | 0.00671 | 2190 | 6870
total | 9150 | 0.0284 | 20200 | 29300
-- metrics by stage --
stage          hold WS, ps  cell area (sq um)
6_report               485              87100
5_1_grt                516              87100
4_1_cts                492              87100
3_5_place_dp           480              80800
3_3_place_gp           479              80800
2_1_floorplan          461              76200
No activity file was given, so power comes from the tool's default toggle rates.
